## design/flow/config.mk

```make
export PLATFORM = sky130hd
export DESIGN_NAME = alu
export DESIGN_NICKNAME = alu
export VERILOG_FILES = /design/flow/design.v
export SDC_FILE = /design/flow/constraint.sdc
export NUM_CORES = 4
export LEC_CHECK = 1
export CORE_UTILIZATION = 40
```

## design/flow/constraint.sdc

```tcl
current_design alu

set clk_period 454.9
set clk_io_pct 0.2

create_clock -name clk0 -period $clk_period

set non_clock_inputs [all_inputs -no_clocks]
set_input_delay [expr $clk_period * $clk_io_pct] -clock clk0 $non_clock_inputs
set_output_delay [expr $clk_period * $clk_io_pct] -clock clk0 [all_outputs]
```

## design/flow/design.v

```verilog
`timescale 1ns/100ps
module alu (DATA1, DATA2, RESULT, SELECT);
    input [31:0] DATA1, DATA2;
    input [5:0] SELECT;
    output reg [31:0] RESULT;
    wire [31:0] INTER_ADD,
                INTER_SUB,
                INTER_AND,
                INTER_OR,
                INTER_XOR,
                INTER_SLT,
                INTER_SLTU,
                INTER_SLL,
                INTER_SRL,
                INTER_SRA,
                INTER_MUL,
                INTER_MULH,
                INTER_MULHSU,
                INTER_MULHU,
                INTER_DIV,
                INTER_DIVU,
                INTER_REM,
                INTER_REMU,
                INTER_FWD;
    wire [63:0] INTER_MULH64,
                INTER_MULHU64;
    reg  [63:0] INTER_MULHSU64;
    assign INTER_FWD = DATA2;
    assign #1 INTER_ADD = DATA1 + DATA2;
    assign #1 INTER_SUB = DATA1 - DATA2;
    assign #1 INTER_AND = DATA1 & DATA2;
    assign #1 INTER_OR = DATA1 | DATA2;
    assign #1 INTER_XOR = DATA1 ^ DATA2;
    assign #2 INTER_SLL = DATA1 << DATA2;
    assign #2 INTER_SRL = DATA1 >> DATA2;
    assign #2 INTER_SRA = $signed(DATA1) >>> DATA2;     
    assign #1 INTER_SLT = ($signed(DATA1) < $signed(DATA2)) ? 1'b1 : 1'b0;
    assign #1 INTER_SLTU = ($unsigned(DATA1) < $unsigned(DATA2)) ? 1'b1 : 1'b0;
    assign #5 INTER_MUL = DATA1 * DATA2;
    assign #5 INTER_MULH64 = $signed(DATA1) * $signed(DATA2);
    assign INTER_MULH = INTER_MULH64[63:32];
    always @ (*)
    begin
        #5
        case ({DATA1[31], DATA2[31]})
            2'b00,
            2'b01:
                INTER_MULHSU64 = DATA1 * DATA2;          
            2'b10:
                INTER_MULHSU64 = $signed(DATA1) * $signed(DATA2);        
            2'b11:
                INTER_MULHSU64 = ~($signed(DATA1) * $unsigned(DATA2)) + 1;       
        endcase
    end
    assign INTER_MULHSU = INTER_MULHSU64[63:32];
    assign #5 INTER_MULHU64 = $unsigned(DATA1) * $unsigned(DATA2);
    assign INTER_MULHU = INTER_MULHU64[63:32];
    assign #8 INTER_DIV = $signed(DATA1) / $signed(DATA2);
    assign #8 INTER_DIVU = $unsigned(DATA1) / $unsigned(DATA2);
    assign #8 INTER_REM = $signed(DATA1) % $signed(DATA2);
    assign #8 INTER_REMU = $unsigned(DATA1) % $unsigned(DATA2);
    always @(*) 
    begin
        casez (SELECT)
            6'b000000:
                RESULT = INTER_ADD;
            6'b000001:
                RESULT = INTER_SLL;
            6'b000010:
                RESULT = INTER_SLT;
            6'b000011:
                RESULT = INTER_SLTU;
            6'b000100:
                RESULT = INTER_XOR;
            6'b000101:
                RESULT = INTER_SRL;
            6'b000110:
                RESULT = INTER_OR;
            6'b000111:
                RESULT = INTER_AND;
            6'b001000:
                RESULT = INTER_MUL;
            6'b001001:
                RESULT = INTER_MULH;
            6'b001010:
                RESULT = INTER_MULHSU;
            6'b001011:
                RESULT = INTER_MULHU;
            6'b001100:
                RESULT = INTER_DIV;
            6'b001101:
                RESULT = INTER_DIVU;
            6'b001110:
                RESULT = INTER_REM;
            6'b001111:
                RESULT = INTER_REMU;
            6'b010000:
                RESULT = INTER_SUB;
            6'b010101:
                RESULT = INTER_SRA;
            6'b011???:
                RESULT = INTER_FWD;
            default: 
                RESULT = 0;
        endcase
    end
endmodule
```

## design/flow/run.sh

```bash
#!/bin/bash
# OpenROAD 26Q1-2900-gdf79404cd8, Yosys 0.63+post, stock flow scripts
make -C /OpenROAD-flow-scripts/flow DESIGN_CONFIG=/design/flow/config.mk WORK_HOME=/design/flow/orfs finish
```

==> flow_summary.json <==
{
  "ys_seq_share": 0,
  "drc": 0,
  "dp.cells": 21100,
  "routabilityCongestion": 1.13,
  "p_sw_frac": 0.656,
  "postRouteAntennaNets": 0,
  "worstPathMaxFanout": 54,
  "layout_top_cell": "nand2_1",
  "top_area_frac": 0.235,
  "area_leaders": "fa_1, ha_1, nand2_1",
  "hpwl_mm": 518,
  "cp-start-kind": "primary input",
  "register_area_um2": 0,
  "top_area_cell": "fa_1",
  "slew_viol_final": 0,
  "power_density_nw_per_um2": 20.9,
  "clock.fmax_mhz": 3.51,
  "ff_count": 0,
  "endpoint": "RESULT[28]",
  "core_area_um2": 312000,
  "syn_area_per_cell_um2": 7.40,
  "final_hold_viol_count": 0,
  "p_leak_nw": 64.2,
  "holdBufCountCts": 0,
  "setup_viol": 0,
  "vias": 129000,
  "clockBufferCount": 0,
  "grt_antenna_before_repair": 66,
  "worstSetupEndpointType": "output port",
  "ys_warn_count": 1,
  "holdCritPathClass": "primary input to output port",
  "p_int_w": 0.000959,
  "maxSlewHeadroom": 0.117,
  "die_area_um2": 316000,
  "areaGrowthSynthToFinish_pct": 6.64,
  "status": "finished clean",
  "cp.arrival_ns": 193.86,
  "path_class": "primary input to output port",
  "cp-startpoint": "DATA2[7]",
  "ir_drop_v": 0.0000670,
  "cts_resized": 0,
  "netlist_area_um2": 125000,
  "crit_top_cell": "ha_1",
  "period_needed_ns": 284.84,
  "drive_above_1_share": 0.0661,
  "grt_pass1_wl_mm": 900,
  "grt_max_degree": 110,
  "io_buffers": 102,
  "slowest_stage": "a2111oi_0",
  "dr.pass1.iters": 8,
  "ys_area_um2": 125000,
  "syn_inst": 16900,
  "drt_iter0_drc": 11800,
  "synth_stat.cells": 16900,
  "chipWidth_um": 562,
  "grt_overflow": 0,
  "floorplan.core_util": 0.402,
  "fp-row-count": 205,
  "grt_usage": 0.409,
  "critPathMaxStageDelay_ns": 1.18,
  "avgRoutedWirePerCell_um": 29.8,
  "crit_required_ns": 363.92,
  "cts_post_setup_buffers_inserted": 0,
  "p_sw_w": 0.00183,
  "rsz0062_at_grt": "no",
  "cap_violations": 0,
  "die_y_um": 562,
  "final_cell_mix": "nand2_1, inv_1, nor2_1",
  "grt_pass1_vias": 125000,
  "fin_crit_sh": 0.626,
  "tns_ns": 0,
  "drt-total-wl_mm": 629,
  "routed_via_density": 6.11,
  "num_io_pins": 102,
  "final_cells": 21100,
  "yosysUniqueCellTypes": 121,
  "worst_pin_slew_ns": 1.31,
  "warning_count": 104
}
==> worst max-delay path: cells and delay by family <==
kind                       cells  cell delay [ns]
AOI/OAI and AO/OA            184            52.75
xor gates and xnor gates       2             0.75
adders and majority gates     32            10.58
buffers and inverters         32             9.21
muxes                          6             2.60
and+or+nand+nor               96            26.58
==> how the worst min path moves through the flow <==
stage                 startpoint   endpoint  slack, ns  depth (start not counted)
final                  SELECT[3]  RESULT[0]     183.48                          5
after CTS              SELECT[3]  RESULT[0]     183.46                          5
after global routing   SELECT[3]  RESULT[0]     183.48                          5
==> synthesized netlist by cell type, drive strengths merged (122+ instances only) <==
cell type / count
nand4: 163
nor2: 1637
fa: 1474
clkbuf: 486
ha: 1608
o31ai: 130
nand2: 2078
nor3: 423
or3: 145
inv: 1891
xnor2: 675
buf: 216
o21ai: 834
nor2b: 155
nand2b: 122
a211oi: 176
a21oi: 1140
o21a: 285
nand3: 352
a31oi: 218
o211ai: 152
xor2: 350
a21o: 403
==> metal layers <==
metal / track usage / routed length (um) / vias up
li1: - / - / 58900
met1: 0.558 / 255000 / 62100
met2: 0.583 / 260000 / 6690
met3: 0.136 / 71000 / 1347
met4: 0.214 / 42700 / 32
met5: 0.00889 / 461 / -
==> power groups by stage <==
stage | Combinational, W | Clock, W | Sequential, W
4_1_cts | 0.00271 | 0 | 0
5_1_grt | 0.00300 | 0.00000000000491 | 0
==> through the flow <==
step | power, W | util | setup WS [ns] | hold slack (ns) | instance area, um2
final | 0.00279 | 0.429 | 170.06 | 183.48 | 134000
after global routing | 0.00300 | 0.429 | 164.76 | 183.48 | 134000
after CTS | 0.00271 | 0.429 | 172.08 | 183.46 | 134000
after detailed placement | 0.00269 | 0.429 | 172.45 | 183.45 | 134000
after global placement | 0.00271 | 0.429 | 171.20 | 183.46 | 134000
after floorplan | 0.00165 | - | 189.12 | 182.33 | 125000
==> cell type report <==
class                      count  area [um2]
fill                       32200      178000
multi-input combinational  14300      116000
inverter                    1915        7190
timing repair buffer         697        5210
tap                         4140        5180
antenna                       25        62.6
==> cell families after synthesis <==
kind of cell	count (synthesis)	synth area share
xor gates and xnor gates	1025	0.0716
buffers and inverters	2617	0.0793
other	2	0.0000599
muxes	208	0.0178
AOI/OAI and AO/OA	4347	0.229
adders and majority gates	3082	0.396
and+or+nand+nor	5665	0.206
Power and IR drop assume default switching activity.
