**flow/run.sh**
```bash
#!/bin/bash
# OpenROAD 26Q1-2900-gdf79404cd8, Yosys 0.63+post, stock flow scripts
make -C /OpenROAD-flow-scripts/flow DESIGN_CONFIG=/design/flow/config.mk WORK_HOME=/design/flow/orfs finish
```
**flow/config.mk**
```make
export PLATFORM = sky130hd
export DESIGN_NAME = pr_id_ex
export DESIGN_NICKNAME = pr_id_ex
export VERILOG_FILES = /design/flow/design.v
export SDC_FILE = /design/flow/constraint.sdc
export NUM_CORES = 4
export LEC_CHECK = 1
export CORE_AREA = 10 10 279 279
export DIE_AREA = 0 0 289 289
```
**flow/constraint.sdc**
```tcl
current_design pr_id_ex

set clk_period 1.0
set clk_io_pct 0.2

create_clock -name clk0 -period $clk_period [get_ports {CLK}]

set non_clock_inputs [all_inputs -no_clocks]
set_input_delay [expr $clk_period * $clk_io_pct] -clock clk0 $non_clock_inputs
set_output_delay [expr $clk_period * $clk_io_pct] -clock clk0 [all_outputs]
```
**flow/design.v**
```verilog
`timescale 1ns/100ps
module pr_id_ex (
    CLK, RESET, 
    ID_PC, ID_REG_DATA1, ID_REG_DATA2, ID_IMMEDIATE,
    ID_FREG_DATA1, ID_FREG_DATA2, ID_FREG_DATA3,
    ID_REG_WRITE_ADDR, ID_REG_READ_ADDR1, ID_REG_READ_ADDR2, ID_REG_READ_ADDR3,
    ID_ALU_SELECT, ID_OPERAND1_SELECT, ID_OPERAND2_SELECT,
    ID_FPU_SELECT, ID_REG_TYPE, ID_REG_WRITE_EN, ID_FREG_WRITE_EN, 
    ID_DATA_MEM_WRITE_DATA_SELECT, ID_DATA_MEM_WRITE, ID_DATA_MEM_READ, 
    ID_BRANCH_CTRL, ID_WB_VALUE_SELECT,
    EX_PC, EX_REG_DATA1, EX_REG_DATA2, EX_IMMEDIATE,
    EX_FREG_DATA1, EX_FREG_DATA2, EX_FREG_DATA3,
    EX_REG_WRITE_ADDR, EX_REG_READ_ADDR1, EX_REG_READ_ADDR2, EX_REG_READ_ADDR3,
    EX_ALU_SELECT, EX_OPERAND1_SELECT, EX_OPERAND2_SELECT,
    EX_FPU_SELECT, EX_REG_TYPE, EX_REG_WRITE_EN, EX_FREG_WRITE_EN,
    EX_DATA_MEM_WRITE_DATA_SELECT, EX_DATA_MEM_WRITE, EX_DATA_MEM_READ,
    EX_BRANCH_CTRL, EX_WB_VALUE_SELECT
);
    input CLK, RESET;
    input [31:0] ID_PC, ID_REG_DATA1, ID_REG_DATA2, ID_IMMEDIATE, 
                 ID_FREG_DATA1, ID_FREG_DATA2, ID_FREG_DATA3;
    input [4:0] ID_FPU_SELECT, ID_REG_WRITE_ADDR, ID_REG_READ_ADDR1, ID_REG_READ_ADDR2, ID_REG_READ_ADDR3;
    input ID_REG_WRITE_EN, ID_FREG_WRITE_EN, ID_OPERAND1_SELECT, ID_OPERAND2_SELECT,
          ID_DATA_MEM_WRITE_DATA_SELECT;
    input [5:0] ID_ALU_SELECT;
    input [3:0] ID_DATA_MEM_READ, ID_BRANCH_CTRL;
    input [2:0] ID_DATA_MEM_WRITE;
    input [1:0] ID_REG_TYPE, ID_WB_VALUE_SELECT;
    output reg [31:0] EX_PC, EX_REG_DATA1, EX_REG_DATA2, EX_IMMEDIATE,
                      EX_FREG_DATA1, EX_FREG_DATA2, EX_FREG_DATA3;
    output reg [4:0] EX_FPU_SELECT, EX_REG_WRITE_ADDR, EX_REG_READ_ADDR1, EX_REG_READ_ADDR2, EX_REG_READ_ADDR3;
    output reg EX_REG_WRITE_EN, EX_FREG_WRITE_EN, EX_OPERAND1_SELECT, EX_OPERAND2_SELECT,
               EX_DATA_MEM_WRITE_DATA_SELECT;
    output reg [5:0] EX_ALU_SELECT;
    output reg [3:0] EX_DATA_MEM_READ, EX_BRANCH_CTRL;
    output reg [2:0] EX_DATA_MEM_WRITE;
    output reg [1:0] EX_REG_TYPE, EX_WB_VALUE_SELECT;
    always @ (posedge CLK)
    begin
        if (RESET == 1'b1)
        begin
            EX_PC <= #0.1 32'd0;
            EX_REG_DATA1 <= #0.1 32'd0;
            EX_REG_DATA2 <= #0.1 32'd0;
            EX_FREG_DATA1 <= #0.1 32'd0;
            EX_FREG_DATA2 <= #0.1 32'd0;
            EX_FREG_DATA3 <= #0.1 32'd0;
            EX_IMMEDIATE <= #0.1 32'd0;
            EX_REG_WRITE_ADDR <= #0.1 4'd0;
            EX_REG_READ_ADDR1 <= #0.1 4'd0;
            EX_REG_READ_ADDR2 <= #0.1 4'd0;
            EX_REG_READ_ADDR3 <= #0.1 4'd0;
            EX_ALU_SELECT <= #0.1 5'd0;
            EX_OPERAND1_SELECT <= #0.1 1'd0;
            EX_OPERAND2_SELECT <= #0.1 1'd0;
            EX_FPU_SELECT <= #0.1 4'd0;
            EX_REG_TYPE <= #0.1 2'd0;
            EX_REG_WRITE_EN <= #0.1 1'd0;
            EX_FREG_WRITE_EN <= #0.1 1'd0;
            EX_DATA_MEM_WRITE_DATA_SELECT <= #0.1 1'd0;
            EX_DATA_MEM_WRITE <= #0.1 3'd0;
            EX_DATA_MEM_READ <= #0.1 4'd0;
            EX_BRANCH_CTRL <= #0.1 4'd0;
            EX_WB_VALUE_SELECT <= #0.1 2'd0;
        end
        else
        begin
            EX_PC <= #0.1 ID_PC;
            EX_REG_DATA1 <= #0.1 ID_REG_DATA1;
            EX_REG_DATA2 <= #0.1 ID_REG_DATA2;
            EX_FREG_DATA1 <= #0.1 ID_FREG_DATA1;
            EX_FREG_DATA2 <= #0.1 ID_FREG_DATA2;
            EX_FREG_DATA3 <= #0.1 ID_FREG_DATA3;
            EX_IMMEDIATE <= #0.1 ID_IMMEDIATE;
            EX_REG_WRITE_ADDR <= #0.1 ID_REG_WRITE_ADDR;
            EX_REG_READ_ADDR1 <= #0.1 ID_REG_READ_ADDR1;
            EX_REG_READ_ADDR2 <= #0.1 ID_REG_READ_ADDR2;
            EX_REG_READ_ADDR3 <= #0.1 ID_REG_READ_ADDR3;
            EX_ALU_SELECT <= #0.1 ID_ALU_SELECT;
            EX_OPERAND1_SELECT <= #0.1 ID_OPERAND1_SELECT;
            EX_OPERAND2_SELECT <= #0.1 ID_OPERAND2_SELECT;
            EX_FPU_SELECT <= #0.1 ID_FPU_SELECT;
            EX_REG_TYPE <= #0.1 ID_REG_TYPE;
            EX_REG_WRITE_EN <= #0.1 ID_REG_WRITE_EN;
            EX_FREG_WRITE_EN <= #0.1 ID_FREG_WRITE_EN;
            EX_DATA_MEM_WRITE_DATA_SELECT <= #0.1 ID_DATA_MEM_WRITE_DATA_SELECT;
            EX_DATA_MEM_WRITE <= #0.1 ID_DATA_MEM_WRITE;
            EX_DATA_MEM_READ <= #0.1 ID_DATA_MEM_READ;
            EX_BRANCH_CTRL <= #0.1 ID_BRANCH_CTRL;
            EX_WB_VALUE_SELECT <= #0.1 ID_WB_VALUE_SELECT;
        end
    end
endmodule
```
==> results.cfg <==
; implementation run metrics
[worst_setup_path]
critPathArrivalTime_ps = 1050
path_class = flip-flop to primary output
cp_max_fo = 1
crit_path_start_kind = flip-flop
max_stage_delay_ps = 420
required_ps = 800
path_delay_family = flip-flops
cp-end-kind = primary output
critical-path-slowest-cell = dfxtp_4
crit_chain = buf_6
cp_num_buf_inv = 1

[yosys]
synth_stat.cells = 580
syn_inst = 580
ys_types = 5
topCellsByArea = dfxtp_1 (75%), nor2b_1 (23%), buf_2 (1.8%)
yosysChipArea_mm2 = 0.007373
synth.avg_cell_area_um2 = 12.71
yosys.area.top_type = dfxtp_1
ys_seq_share_pct = 74.66
synth_flops = 275
synth_area_mm2 = 0.007373
ys_async_sr_fraction_pct = 0
top_area_share_pct = 74.66
edf_count = 0
synthTopCellsByCount = dfxtp_1 (275), nor2b_1 (275), buf_2 (27)
synthFlopType = dfxtp_1
yosys_warnings = 1

[layout]
area_growth_pct = 92.86
drive_gt1_share_pct = 35.25
fillCellCount = 7776

[clock_tree]
post_cts_buffers = 0
clockBufferDepth = 3
cts.root.buffer_cell = clkbuf_16
htree_num_levels = 2
cts_tree = built
postCtsHoldBufs = 0
path_clk_slew_ps = 70
cts_sinks = 275
numCtsBuffers = 33

[final_timing]
finalSetupTns_ps = -35290
min_period_ps = 1250
finalSetupViolCount = 275
fmax_mhz = 800.0
maxSlewViolCount = 0
tightest_slew_ps = 250.4
min_period_over_period_pct = 125.0
finalHoldViolCount = 0
rsz0062_at_grt = true
hold_ws_ps = 105.0
relSlewSlack_pct = 83.27
setup_ws_ps = -250.0

[die]
die_h_um = 289
die_w_um = 289
core_mm2 = 0.07161
dieArea_mm2 = 0.08352
num_io_pins = 552
fp-row-count = 98
fp-utilization_pct = 10.30

[power_and_ir_drop]
total_leakage_power_nw = 6.081
power_density_mw_per_mm2 = 1829
ir_worst_vdd_v = 0.001353

[grt]
grt_usage_pct = 6.908
grt_pass1_vias = 6392
grt_max_degree = 34
grt-ovfl-total = 0
grt_pass1_wl_um = 42490
antenna_found_initial = 3

[run_status]
violations = negative setup slack
status = finished with violations

[placement]
routabilityCongestion = 0.8220
dpl.hpwl_um = 25090
port_buffers = 551

[drt]
num_vias = 6026
vias_per_cell = 2.804
drc = 0
antenna_left = 0
routed_wl_um = 30880
drt-initial-drc-count = 87
firstDrtPassIters = 4
wl_per_cell_um = 14.37

[flow_run]
openroad.warnings = 27
maxCapViolations = 0

[hold_path]
hp-class = input port to flip-flop
## metal layers
layer | part of all wire (%) | GRT usage [%]
met5 | 0.042 | 0
met3 | 15 | 3.813
met1 | 36 | 7.671
met2 | 46 | 11.32
met4 | 3.1 | 1.866
## through the flow
stage | power [mW] | util [%] | setup slack [ps] | cell area [µm²] | instances
after floorplan | 12.28 | - | 287.7 | 7373 | 580
after global placement | 14.93 | 19.99 | -333.6 | 14320 | 2089
after detailed placement | 14.94 | 19.99 | -325.9 | 14320 | 2089
after CTS | 26.61 | 19.76 | -300.4 | 14150 | 2147
after global routing | 27.24 | 19.85 | -301.5 | 14210 | 2147
final | 26.01 | 19.86 | -250.0 | 14220 | 2149
## state kept, by name, summed over array words and instances, names as in the netlist, 2 cells and up
signal,cells
EX_REG_READ_ADDR3,5
EX_REG_DATA1,32
EX_DATA_MEM_WRITE,3
EX_REG_WRITE_ADDR,5
EX_FPU_SELECT,5
EX_ALU_SELECT,6
EX_DATA_MEM_READ,4
EX_REG_TYPE,2
EX_BRANCH_CTRL,4
EX_WB_VALUE_SELECT,2
EX_IMMEDIATE,32
EX_REG_READ_ADDR2,5
EX_FREG_DATA2,32
EX_FREG_DATA1,32
EX_PC,32
EX_REG_READ_ADDR1,5
EX_REG_DATA2,32
EX_FREG_DATA3,32
## where the power goes
part           total (mW)  switching [mW]  internal (mW)
registers            11.7           0.164           11.6
logic                2.40           0.661           1.74
clock network        11.9            4.70           7.18
total                26.0            5.52           20.5
## final cells by class
| class | count | area (µm²) | share of cell area [%] |
|---|---|---|---|
| multi-input cells | 275 | 1720 | 12.10 |
| well taps | 950 | 1189 | 8.359 |
| flip-flops and latches | 275 | 5592 | 39.32 |
| clock buffers | 46 | 945.9 | 6.652 |
| repair buffers | 589 | 4628 | 32.55 |
| diodes | 2 | 5.005 | 0.03520 |
| clock inverters | 12 | 140.1 | 0.9855 |
## cells by family (layout without fill, tap and decap cells)
kind of cell	count (synthesis)	in the layout	synth area share [%]
DFF	275	275	74.66
other	0	2	0
buffers and inverters	30	647	2.002
and+or+nand+nor	275	275	23.33
## path summary, 6_finish.rpt
path	startpoint	end	slack (ps)	cells after the start
worst min-delay path	RESET	EX_FREG_DATA3[2]$_SDFF_PP0_	110	3
worst max-delay path	EX_DATA_MEM_WRITE_DATA_SELECT$_SDFF_PP0_	EX_DATA_MEM_WRITE_DATA_SELECT	-250	1
## layout by cell type (no fill, tap or decap)
| master | n |
|---|---|
| inv_8 | 2 |
| buf_12 | 8 |
| clkinvlp_4 | 1 |
| dfxtp_2 | 51 |
| nor2b_1 | 275 |
| bufinv_16 | 2 |
| diode_2 | 2 |
| dfxtp_4 | 6 |
| clkinv_8 | 1 |
| dfxtp_1 | 218 |
| clkinv_2 | 5 |
| clkbuf_1 | 7 |
| clkbuf_16 | 34 |
| clkdlybuf4s50_1 | 275 |
| buf_6 | 16 |
| inv_6 | 1 |
| buf_2 | 259 |
| buf_4 | 30 |
| clkbuf_8 | 6 |
## what timing repair did
action / in CTS / in global routing
hold endpoints to repair: 0 / 0
pin swaps: 0 / 0
resized: 948 / 28
endpoints found under the setup margin: 275 / 275
No activity file was given, so power comes from the tool's default toggle rates.
