### design/flow/run.sh
#!/bin/bash
# OpenROAD 26Q1-2900-gdf79404cd8, Yosys 0.63+post, stock flow scripts
make -C /OpenROAD-flow-scripts/flow DESIGN_CONFIG=/design/flow/config.mk WORK_HOME=/design/flow/orfs finish
### design/flow/config.mk
export PLATFORM = sky130hd
export DESIGN_NAME = instruction_memory
export DESIGN_NICKNAME = instruction_memory
export VERILOG_FILES = /design/flow/design.v
export SDC_FILE = /design/flow/constraint.sdc
export NUM_CORES = 4
export LEC_CHECK = 1
export CORE_AREA = 10 10 70 70
export DIE_AREA = 0 0 80 80
export SYNTH_MEMORY_MAX_BITS = 65536
### design/flow/design.v
`timescale 1ns/100ps
module instruction_memory (CLK, RESET, READ_ADDRESS, READ_DATA, BUSYWAIT);
    input CLK, RESET;
    input [31:0] READ_ADDRESS;
    output reg BUSYWAIT;
    output reg [31:0] READ_DATA;
    reg [7:0] memory_array [1023:0];     
    initial 
    begin
        BUSYWAIT <= 0;
        {memory_array[10'd3],  memory_array[10'd2],  memory_array[10'd1],  memory_array[10'd0]}  <= 32'b00000000000001000000000000011001;  
        {memory_array[10'd7],  memory_array[10'd6],  memory_array[10'd5],  memory_array[10'd4]}  <= 32'b00000000000001010000000000100011;  
        {memory_array[10'd11], memory_array[10'd10], memory_array[10'd9],  memory_array[10'd8]}  <= 32'b00000010000001100000010000000101;  
        {memory_array[10'd15], memory_array[10'd14], memory_array[10'd13], memory_array[10'd12]} <= 32'b00000000000000010000000001011010;  
        {memory_array[10'd19], memory_array[10'd18], memory_array[10'd17], memory_array[10'd16]} <= 32'b11111111000111111111000001101111;  
    end
    always @ (*)
    begin
        READ_DATA[7:0]      <= memory_array[{READ_ADDRESS[31:2],2'b00}];
        READ_DATA[15:8]     <= memory_array[{READ_ADDRESS[31:2],2'b01}];
        READ_DATA[23:16]    <= memory_array[{READ_ADDRESS[31:2],2'b10}];
        READ_DATA[31:24]    <= memory_array[{READ_ADDRESS[31:2],2'b11}];
    end
endmodule
### design/flow/constraint.sdc
current_design instruction_memory

set clk_period 1.0
set clk_io_pct 0.2

create_clock -name clk0 -period $clk_period

set non_clock_inputs [all_inputs -no_clocks]
set_input_delay [expr $clk_period * $clk_io_pct] -clock clk0 $non_clock_inputs
set_output_delay [expr $clk_period * $clk_io_pct] -clock clk0 [all_outputs]
==> ci_impl_report.md <==
## Synthesis and layout report

| Metric | Value |
|---|---|
| Outcome | `finished with violations` |
| Failing checks | `setup timing` |
| CP startpoint kind | `primary input` |
| Post-place setup slack | `-0.837 ns` |
| Core Area | `roughly 0.0034 sq mm` |
| Setup ws final | `-0.0725 ns` |
| Met1 usage | `roughly 3.3%` |
| Worst vdd ir | `~38 uV` |
| Pwr Density | `around 310 mW/mm^2` |
| Synth Seq Share | `0%` |
| WL per Instance | `9.39 microns` |
| Aoi share | `0%` |
| Delay of the slowest critical-path stage | `0.20 ns` |
| Vias in the first global route | `around 300` |
| Grt peak-use layer | `met2` |
| Worst path arrival time | `between 0.8 and 0.9 ns` |
| Unrepaired setup endpoints after global routing | `yes` |
| Via Count | `between 200 and 300` |
| Routed WL | `around 980 microns` |
| Flop pwr share | `0%` |
| Detail Route Antenna Nets | `0` |
| Maximum clock rate | `~930 MHz` |
| Hold Crit Class | `in -> out` |
| Tmin final | `1.07 ns` |
| # Cells Yosys | `40` |
| Switching share of power | `between 20% and 30%` |
| Initial antenna violation count | `0` |
| First-pass GRT wire length | `about 1600 microns` |
| Cts hold-fix bufs | `0` |
| Critical Setup Path Class | `in -> out` |
| Reg area | `0 sq um` |
| Syn_area_per_cell | `between 7 and 8 sq um` |
| Crit path max fanout | `4` |
| Remaining global-route overflow | `0` |
| GR Util met3 | `0.795%` |
| I/O pin cnt | `67` |
| Final setup viols | `6` |
| 1st-pass router iterations | `2` |
| Die height | `roughly 80 microns` |
| Pin count of the biggest net entering global routing | `7` |
| Total internal power | `about 130 uW` |
| Critical-path cell list | `buf_6, buf_6, ha_4, or2_1, buf_2` |
| Cells after Synth | `around 40` |
| Top cell area share | `a little over three fifths` |
| FP Util | `8.75%` |
| Die area | `0.00640 sq mm` |
| Worst EP required | `around 0.8 ns` |
| Final Util | `17.8%` |
| Number of port buffers | `28` |
| WHS | `between 0.6 and 0.7 ns` |
| Critical path's top delay family | `buffers and inverters` |
| Clk pwr share | `0%` |
| Site Rows | `21` |
| Yosys adder share | `between 15 and 20%` |
| Area fraction in mux cells | `0%` |
| Main logic family | `buffers and inverters` |
| Xor+xnor area frac | `0%` |
| Initial DRC Count | `15` |
| Logic pwr share | `100.0%` |
| Warnings from Yosys | `1` |
| P&R area growth vs syn | `103%` |
| Crit share post-route | `107%` |
| Final Max Tran Viols | `0` |
| GPL Wtd Cong | `0.613` |
| Tool warning count | `68` |
| Area leader, netlist | `buf_4` |
| Total placed cells including tap cells | `just under 100` |
| YS chip area | `between 200 and 300 sq um` |
| DPL Wire Length | `~790 microns` |
| Share of post-route cells with drive strength above 1 | `slightly above 50%` |
| Flop count | `0` |
| Clk_buf instances | `0` |
| Mapped Area | `approximately 300 sq um` |
| Critical path's slowest cell | `or2_1` |
| Top cells, area | `buf_4 (63%), ha_1 (17%), or2_1 (10%)` |
| And+or+nand+nor area frac | `between 10% and 20%` |
| WP buf/inv | `3` |
| Diode count | `0` |
| Psw | `around 56 uW` |
| Static Leak | `0.000285 uW` |
| Post-DR vias/cell | `around 2.4` |
| Die width | `around 80 microns` |
| DR DRC count | `0` |
| Final std cells w/o fill | `104` |
| Total track usage | `about 3%` |
| Final Hold Violation Tally | `0` |
| Max_cap viols | `0` |
| GR Layer Usage met2 | `approximately 5.7%` |
| Crit. End Element | `output pin` |
| Synth unique cells | `7` |
| Most Frequent Cell on Critical Path | `buf_6` |
## worst paths after layout
kind            start      endpoint  slack (ns)  cells after the start
min   READ_ADDRESS[4]  READ_DATA[5]        0.69                      3
max   READ_ADDRESS[2]  READ_DATA[6]       -0.07                      5
## per-stage QoR
stage / area (sq um) / setup TNS [ns] / power, uW
4_1_cts: 576 / -0.290 / 180
3_3_place_gp: 503 / -18.21 / 165
5_1_grt: 608 / -0.457 / 215
6_report: 608 / -0.258 / 190
2_1_floorplan: 325 / 0 / 80.5
3_5_place_dp: 503 / -18.77 / 165
## layer usage
metal	part of all wire (%)	vias to the layer above
met4	0	0
met2	55	14
li1	-	126
met3	10	0
met1	34	113
met5	0	-
## power groups by stage
stage / clock [uW] / sequential [uW] / combinational, uW
4_1_cts: 0 / 0 / 180
5_1_grt: 0 / 0 / 215
6_report: 0 / 0 / 190
## placed cells by master, fill, tap and decap left out, types with 2 or more instances in the layout
master	instances
buf_12	2
buf_2	8
buf_4	2
buf_6	8
clkdlybuf4s15_1	4
conb_1	8
dlygate4sd2_1	10
ha_4	3
nor2b_4	2
or2_1	4
## cell families after synthesis
| kind of cell | count (synthesis) |
|---|---|
| buffers and inverters | 27 |
| AND/OR/NAND/NOR | 8 |
| adder cells (fa/ha/maj) | 4 |
| other | 1 |
## synth_stat cells
master     n
ha_1       4
inv_1      2
conb_1     1
nor2b_1    2
or2_1      5
nand2b_1   1
buf_4     25
## area by class of cell
| class | count | area [sq um] |
|---|---|---|
| fillers | 378 | 2810 |
| inverters | 2 | 7.51 |
| multi-input cells | 20 | 188 |
| well taps | 46 | 57.6 |
| repair buffers | 36 | 355 |
## what timing repair did
action                                  4_1_cts  5_1_grt
setup buffers                                 5        0
gates cloned                                  1        0
pin swaps                                     8        2
gates resized                                85        7
endpoints found under the setup margin       25       10
Power and IR drop assume default switching activity.
