### flow/run.sh
#!/bin/bash
# OpenROAD 26Q1-2900-gdf79404cd8, Yosys 0.63+post, stock flow scripts
make -C /OpenROAD-flow-scripts/flow DESIGN_CONFIG=/design/flow/config.mk WORK_HOME=/design/flow/orfs finish
### flow/constraint.sdc
current_design reg_file

set clk_period 14.7
set clk_io_pct 0.2

create_clock -name clk0 -period $clk_period [get_ports {CLK}]

set non_clock_inputs [all_inputs -no_clocks]
set_input_delay [expr $clk_period * $clk_io_pct] -clock clk0 $non_clock_inputs
set_output_delay [expr $clk_period * $clk_io_pct] -clock clk0 [all_outputs]
### flow/design.v
`timescale 1ns/100ps
module reg_file (DATA_IN, DATA_OUT1, DATA_OUT2, IN_ADDRESS, OUT1_ADDRESS, OUT2_ADDRESS, WRITE_EN, CLK, RESET);
    input [31:0]  DATA_IN;                                   
    input [4:0] IN_ADDRESS, OUT1_ADDRESS, OUT2_ADDRESS;      
    input WRITE_EN, CLK, RESET;                              
    output [31:0] DATA_OUT1, DATA_OUT2;                  
    reg [31:0] REGISTERS [31:0]; 
    assign #2 DATA_OUT1 = REGISTERS[OUT1_ADDRESS];
    assign #2 DATA_OUT2 = REGISTERS[OUT2_ADDRESS];
    integer i;
    always @ (negedge CLK) 
    begin
        if (RESET == 1'b1)
        begin
            for (i = 0; i < 32; i = i + 1)
            begin
                REGISTERS[i] <= #2 0;        
            end
        end
        else
        begin
            if (WRITE_EN == 1'b1 && IN_ADDRESS != 0)      
            begin
                REGISTERS[IN_ADDRESS] <= #2 DATA_IN;    
            end
        end
    end
endmodule
### flow/config.mk
export PLATFORM = sky130hd
export DESIGN_NAME = reg_file
export DESIGN_NICKNAME = reg_file
export VERILOG_FILES = /design/flow/design.v
export SDC_FILE = /design/flow/constraint.sdc
export NUM_CORES = 4
export LEC_CHECK = 1
export CORE_UTILIZATION = 30
==> reports/metrics.csv <==
stage,metric,value,unit
global_routing,grt_use_total,20.5,%
logic_synthesis,yosysSeqAreaShare,54.7,%
route,ant_nets,0,
route,vias_per_cell,4.98,
finish,regMostFlops,REGISTERS,
worst_setup_path,cp.required,11760,ps
logic_synthesis,syn_avg_cell_area,12.2,um^2
place,port_buffers,113,
run_status,status,finished clean,
worst_setup_path,cp.arrival,10260,ps
pwr,powerDensity,124,mW/mm^2
finish,reg_top3,REGISTERS (1024),
logic_synthesis,ys.flop_type,edfxtp_1,
finish,largest_reg_flops,1024,
clock_network,cts.repair.resized,0,
global_routing,antenna_found_initial,11,
logic_synthesis,ys_warn_count,1,
logic_synthesis,syn_area,0.0562,mm^2
job,drv_cap,0,
timing,setup_tns,0,ps
logic_synthesis,numSynthFlops,1024,
global_routing,grt_start_max_net_pins,91,
pwr,leakage,29.5,nW
floorplan,core_area,0.186,mm^2
clock_network,cts.sink_count,1024,
floorplan,ioPinCount,114,
clock_network,hold_buffers,0,
timing,tightest_slew,1040,ps
floorplan,die_y,435,um
global_routing,grt_pass1_wl,272000,um
worst_setup_path,cp-end-kind,output port,
timing,final_hold_viol_count,0,
route,drcViolationCount,0,
route,drt-initial-drc-count,2627,
timing,drv_slew,0,
floorplan,die-area,0.189,mm^2
place,dpl.hpwl,113000,um
job,tool_warnings,1027,
logic_synthesis,yosysUniqueCellTypes,31,
pwr,finalPower,0.00831,W
global_routing,overflow,0,
finish,final_common_cell,inv_1,
global_routing,grt_pass1_vias,43400,
worst_setup_path,cp_max_fo,2,
pwr,irDropWorstVdd,0.000104,V
logic_synthesis,synthCells,4606,
worst_hold_path,hold_depth,6,
logic_synthesis,async_flop_share,0,%
clock_network,numCtsBuffers,109,
clock_network,h-tree-depth,3,
finish,lay_top_cells,"inv_1 (1051), edfxtp_1 (1024), mux2i_1 (1024), and2_1 (992), nand2_1 (194)",
route,wl_per_cell,23.0,um
worst_hold_path,hold_path_class,primary input to output port,
timing,finalSetupViolCount,0,
floorplan,rows,158,
clock_network,tritoncts,yes,
timing,rsz0062_at_grt,no,
logic_synthesis,ys_area,0.0562,mm^2
worst_setup_path,crit_type,flip-flop to output port,
floorplan,initCoreUtil,30.3,%
place,dp.cells,6918,
clock_network,root_buffer,clkbuf_16,
finish,fin_cells,8141,
clock_network,clock_path_buffers,3,
timing,slew_headroom,30.7,%
floorplan,dieWidth,435,um
route,vias,40500,
timing,whs,7120,ps
logic_synthesis,enable_flop_cells,1024,
clock_network,post_cts.repair.setup_buffers,0,
route,drt_wl_total,187000,um
finish,drive_gt1_share,6.96,%
finish,area_delta_synth_final,19.2,%
place,place.gp.congestion,0.903,
route,first_pass_iters,5,
logic_synthesis,yosysCellCount,4606,
worst_setup_path,start_kind,flip-flop,
clock_network,clkTransAtPathRegs,30,ps
synthesized netlist by cell type (9+ instances only):
cell type | count | area [um^2]
edfxtp_1 | 1024 | 30700
mux2i_1 | 1024 | 10200
and2_1 | 994 | 6220
nand2_1 | 196 | 736
clkbuf_1 | 193 | 724
nand3_1 | 193 | 966
a21oi_1 | 192 | 961
a22oi_1 | 192 | 1440
a22o_1 | 128 | 1120
a31oi_1 | 64 | 400
buf_4 | 64 | 480
nor3_1 | 64 | 320
clkbuf_2 | 63 | 315
buf_2 | 56 | 280
buf_6 | 49 | 552
or2_2 | 33 | 206
nor2_1 | 19 | 71.3
buf_1 | 17 | 63.8
nor2_2 | 9 | 56.3
where the power goes:
group / switching, W / internal (W)
logic: 0.000541 / 0.000302
registers: 0.0000842 / 0.00340
clock network: 0.00193 / 0.00206
total: 0.00256 / 0.00576
metrics by stage:
stage / util (%) / worst slack, ps / area, um^2
6_report: 36.1 / 1500 / 66900
5_1_grt: 36.1 / 1470 / 66900
4_1_cts: 36.1 / 1500 / 66900
3_5_place_dp: 32.0 / 1090 / 59300
3_3_place_gp: 32.0 / 1040 / 59300
2_1_floorplan: - / 2760 / 56300
logic make-up (layout without fill, tap and decap cells):
| logic type | after synthesis | after routing | synth area share, % |
|---|---|---|---|
| AND/OR/NAND/NOR | 1534 | 1534 | 15.7 |
| multiplexers | 1024 | 1024 | 18.2 |
| flip-flops | 1024 | 1024 | 54.7 |
| AND-OR/OR-AND | 576 | 576 | 6.98 |
| buffers and inverters | 447 | 1468 | 4.36 |
| other | 1 | 35 | 0.00667 |
worst max-delay path, cell delays in order (launching register included):
cell and delay, ps:
edfxtp_1 400, mux2i_1 160, a22o_1 270, nor3_1 110, a31oi_1 530, nand3_1 230, clkdlybuf4s50_1 480
final cells by class:
| class | instances | area [um^2] |
|---|---|---|
| Sequential cell | 1024 | 30700 |
| Timing Repair Buffer | 247 | 2170 |
| Fill cell | 17700 | 119000 |
| Clock buffer | 110 | 2750 |
| Multi-Input combinational cell | 3166 | 23300 |
| Tap cell | 2480 | 3100 |
| Antenna cell | 3 | 7.51 |
| Clock inverter | 1111 | 4840 |
layer usage:
metal  vias up  track usage, %  wire length [um]
li1      18800               -                 -
met1     19500            23.7             68800
met2      1869            30.7             88800
met3       325            11.9             22600
met4        10            9.69              7030
met5         -           0.328               107
worst paths after layout:
kind,start,to
worst max-delay path,REGISTERS[1][7],DATA_OUT2[7]
worst min-delay path,OUT2_ADDRESS[1],DATA_OUT2[14]
Power figures rest on the tool's default switching activity, not on a simulated workload.
