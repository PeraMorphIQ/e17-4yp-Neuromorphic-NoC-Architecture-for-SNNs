<file path="flow/design.v">
`timescale 1ns/100ps
module f_reg_file (DATA_IN, DATA_OUT1, DATA_OUT2, DATA_OUT3, IN_ADDRESS, OUT1_ADDRESS, OUT2_ADDRESS, OUT3_ADDRESS, WRITE_EN, CLK, RESET);
    input [31:0]  DATA_IN;                                                 
    input [4:0] IN_ADDRESS, OUT1_ADDRESS, OUT2_ADDRESS, OUT3_ADDRESS;      
    input WRITE_EN, CLK, RESET;                                      
    output [31:0] DATA_OUT1, DATA_OUT2, DATA_OUT3;                  
    reg [31:0] REGISTERS [31:0]; 
    assign #2 DATA_OUT1 = REGISTERS[OUT1_ADDRESS];
    assign #2 DATA_OUT2 = REGISTERS[OUT2_ADDRESS];
    assign #2 DATA_OUT3 = REGISTERS[OUT3_ADDRESS];
    integer i;
    always @ (negedge CLK) 
    begin
        if (RESET == 1'b1)
        begin
            for (i = 0; i < 32; i = i + 1)
            begin
                REGISTERS[i] <= #2 0;        
            end
        end
        else
        begin
            if (WRITE_EN == 1'b1)
            begin
                REGISTERS[IN_ADDRESS] <= #2 DATA_IN;    
            end
        end
    end
endmodule
</file>
<file path="flow/run.sh">
#!/bin/bash
# OpenROAD 26Q1-2900-gdf79404cd8, Yosys 0.63+post, stock flow scripts
make -C /OpenROAD-flow-scripts/flow DESIGN_CONFIG=/design/flow/config.mk WORK_HOME=/design/flow/orfs finish
</file>
<file path="flow/config.mk">
export PLATFORM = sky130hd
export DESIGN_NAME = f_reg_file
export DESIGN_NICKNAME = f_reg_file
export VERILOG_FILES = /design/flow/design.v
export SDC_FILE = /design/flow/constraint.sdc
export NUM_CORES = 4
export LEC_CHECK = 1
export CORE_UTILIZATION = 50
</file>
<file path="flow/constraint.sdc">
current_design f_reg_file

set clk_period 15.5
set clk_io_pct 0.2

create_clock -name clk0 -period $clk_period [get_ports {CLK}]

set non_clock_inputs [all_inputs -no_clocks]
set_input_delay [expr $clk_period * $clk_io_pct] -clock clk0 $non_clock_inputs
set_output_delay [expr $clk_period * $clk_io_pct] -clock clk0 [all_outputs]
</file>
==> flow_metrics.env <==
# yosys + openroad results
export IMPL_status="finished clean"
export IMPL_vdd_ir_drop_max_uv=113
export IMPL_mi_logic_area_sq_um=31700
export IMPL_routed_wl_um=263000
export IMPL_ys_flop_type="edfxtp_1"
export IMPL_ys_types=34
export IMPL_post_cts_repair_setup_buffers=0
export IMPL_worstSetupPathType="reg -> out"
export IMPL_drv_cap=0
export IMPL_holdPathStages=6
export IMPL_cp_max_fo=3
export IMPL_ys_cells=5799
export IMPL_rsz0062_at_grt="false"
export IMPL_hpwl_um=152000
export IMPL_drt_iter0_drc=4285
export IMPL_cts_buffers=132
export IMPL_antenna_found_initial=13
export IMPL_fp_row_count=132
export IMPL_top_cells_by_count="1536 x mux2i_1, 1027 x and2_1, 1024 x edfxtp_1"
export IMPL_leakage_nw=34.6
export IMPL_synth_top_cell_by_count="mux2i_1"
export IMPL_tightestPinTransition_ns=1.08
export IMPL_hold_viol=0
export IMPL_grt_ovfl_total=0
export IMPL_via_per_inst=6.17
export IMPL_dieArea_sq_um=132000
export IMPL_wl_met2_um=116000
export IMPL_cp_data_arrival_time_ns=11.05
export IMPL_dp_slack_ns=1.44
export IMPL_drc=0
export IMPL_warnings=1027
export IMPL_cts_repair_resized=0
export IMPL_synth_edff_count=1024
export IMPL_cts_tree="done"
export IMPL_gp_congestion=0.957
export IMPL_top_cells_by_area="edfxtp_1 47%, mux2i_1 24%, and2_1 9.8%"
export IMPL_hold_end="DATA_OUT2[27]"
export IMPL_reg_top3="REGISTERS: 1024 flops"
export IMPL_ys_area_sq_um=65400
export IMPL_syn_area_per_cell_sq_um=11.3
export IMPL_crit_path_end_kind="primary output"
export IMPL_max_slew_margin_pct=27.7
export IMPL_clock_path_buffers=3
export IMPL_grt_pass1_vias=54600
export IMPL_ios=151
export IMPL_grt_total_usage_pct=42.5
export IMPL_setup_viol=0
export IMPL_hp_start="OUT2_ADDRESS[1]"
export IMPL_syn_cell_area_sq_um=65400
export IMPL_power_density_nw_per_um2=115
export IMPL_ys_async_sr_fraction_pct=0
export IMPL_grt_pass1_wl_um=368000
export IMPL_drtAntennaViolNets=0
export IMPL_wl_per_cell_um=30.7
export IMPL_finalSetupTns_ns=0
export IMPL_topRoutingLayerUsed="met5"
export IMPL_critPathRequiredTime_ns=12.40
export IMPL_coreArea_sq_um=130000
export IMPL_setup_ws_ns=1.35
export IMPL_fp_utilization_pct=50.5
export IMPL_largest_register="REGISTERS"
export IMPL_fillers=10600
export IMPL_yosysSeqAreaShare_pct=47.0
export IMPL_first_pass_iters=6
export IMPL_area_delta_synth_final_pct=16.2
export IMPL_die_h_um=364
export IMPL_synth_top_cell_by_area="edfxtp_1"
export IMPL_ys_warn_count=1
export IMPL_vias=53000
export IMPL_fp_dieW_um=364
export IMPL_cts_max_level=4
export IMPL_path_clk_slew_ns=0.03
export IMPL_drive_gt1_share_pct=7.37
export IMPL_synth_top_area_share_pct=47.0
export IMPL_clkSinkCount=1024
export IMPL_route_met3_wl_um=39700
export IMPL_syn_inst=5799
export IMPL_hp_class="in -> out"
export IMPL_postCtsHoldBufs=0
export IMPL_start_kind="flop"
export IMPL_grt_max_degree=83
export IMPL_regArea_sq_um=30700
export IMPL_largest_reg_flops=1024
export IMPL_synth_flop_count=1024
export IMPL_maxSlewViolCount=0
export IMPL_portBuffers=150
export IMPL_cts_root_buf="clkbuf_16"
export IMPL_met1Wirelength_um=91500
[logic make-up after synthesis]
group                  Yosys count  share of synthesized area, %
AND/OR/NAND/NOR               1800                          15.6
multiplexers                  1536                          23.5
flip-flops                    1024                          47.0
AND-OR/OR-AND                  864                          9.00
buffers and inverters          575                          4.92
[routing by layer]
metal,vias to the layer above,track usage (%)
met5,-,0.327
met4,8,24.1
met3,853,27.4
met2,3548,58.7
met1,25200,51.1
li1,23400,-
[where the power goes]
| part | switching [W] | internal, W | total, W |
|---|---|---|---|
| clock network | 0.00194 | 0.00231 | 0.00425 |
| logic | 0.000749 | 0.000421 | 0.00117 |
| registers | 0.000117 | 0.00323 | 0.00334 |
[per-stage QoR]
| stage | total power, W | hold slack (ns) | util, % | area (sq um) | std cells |
|---|---|---|---|---|---|
| floorplan | 0.00440 | 6.46 | - | 65400 | 5799 |
| CTS | 0.00883 | 7.33 | 58.6 | 76000 | 8570 |
| finish | 0.00877 | 7.34 | 58.6 | 76000 | 8581 |
| global placement | 0.00489 | 7.33 | 52.2 | 67700 | 7313 |
| global route | 0.00923 | 7.40 | 58.6 | 76000 | 8571 |
| detailed placement | 0.00490 | 7.31 | 52.2 | 67700 | 7313 |
[cell usage in the layout (no fill, tap or decap), types with 4 or more instances in the layout]
master and count:
clkbuf_16 139, nand2b_2 6, inv_6 5, diode_2 11, nor2_4 28, bufinv_16 20
clkinvlp_2 25, buf_4 189, inv_4 13, a22oi_1 288, or2_2 35, nor2_8 7
a21oi_1 288, edfxtp_1 1024, clkdlybuf4s50_1 147, a31oi_1 96, nor3_1 96, and2_1 1024
clkinv_4 5, nand2_1 289, nor2b_4 6, nand2_2 4, a22o_1 192, inv_1 1051
buf_12 7, nand3_1 289, mux2i_1 1536
[worst max-delay path by stage]
stage     slack (ns)                            from  cells after the start             to
4_1_cts         1.45  REGISTERS[2][17]$_SDFFCE_NN0P_                      6  DATA_OUT2[17]
5_1_grt         1.32  REGISTERS[2][13]$_SDFFCE_NN0P_                      6  DATA_OUT3[13]
6_report        1.35  REGISTERS[2][13]$_SDFFCE_NN0P_                      6  DATA_OUT3[13]
[critical path: stages (launching register included)]
cell             delay [ns]
edfxtp_1               0.36
mux2i_1                0.08
a22o_1                 0.25
nor3_1                 0.73
a31oi_1                0.25
nand3_1                0.23
clkdlybuf4s50_1        0.63
[cell type report]
class                   instances  share of cell area [%]
multi-input cells            4200                    41.7
flip-flops and latches       1024                    40.4
clock inverters              1119                    6.37
clock buffers                 139                    4.58
repair buffers                346                    4.05
well taps                    1742                    2.87
diodes                         11                  0.0362
Power is estimated from default activity; no workload was simulated.
